**/design/flow/config.mk**
```make
export PLATFORM = sky130hd
export DESIGN_NAME = Controller
export DESIGN_NICKNAME = Controller
export VERILOG_FILES = /design/flow/design.v
export SDC_FILE = /design/flow/constraint.sdc
export NUM_CORES = 4
export LEC_CHECK = 1
export CORE_UTILIZATION = 50
```
**/design/flow/constraint.sdc**
```tcl
current_design Controller

set clk_period 3.8
set clk_io_pct 0.2

create_clock -name clk0 -period $clk_period [get_ports {clk}]

set non_clock_inputs [all_inputs -no_clocks]
set_input_delay [expr $clk_period * $clk_io_pct] -clock clk0 $non_clock_inputs
set_output_delay [expr $clk_period * $clk_io_pct] -clock clk0 [all_outputs]
```
**/design/flow/design.v**
```verilog
module Controller ( input clk, neg_flag,
                    input [23:0] IR,
                    output reg IR_write, IR_read, IRAM_read, DRAM_read, DRAM_write, MDR_write, MDR_read, AC_write, AC_read, ALU_MUX, AC_reset, 
                        L_write, L_read, X_read, X_write, CenterP_write, CenterP_read, J_read, J_write, MAR_write, MAR_read, T_write, T_read, H_read, H_write,
                        W_read, W_write, PC_write, K_read, K_write, Count_write, Count_read, PC_inc, PC_read, 
                    output reg [2:0] ALU_op,
                    output reg [2:0] MUX
);
    reg [4:0] state;
    reg [3:0] read_reg;
    reg [3:0] write_reg;
    wire [13:0] out_w;
    wire [13:0] out_r;
    Decoder write(write_reg, out_w);
    Decoder read(read_reg, out_r);
    initial begin
        state = 5'b1;
    end 
    always @(posedge clk) begin
        case (state)
            5'd1 : begin  
                PC_inc <= 1'b0; 
                AC_reset <= 0; 
                DRAM_write <= 1'b0;
                DRAM_read <= 1'b0;
                ALU_MUX <= 0;
                MUX <= 3'b111;
                write_reg <= 4'b0;
                read_reg <= 4'b0;
                {H_read, W_read, K_read, Count_read, X_read, J_read, L_read, CenterP_read, T_read, AC_read, PC_read, MDR_read, MAR_read, IR_read} <= 14'b0;
                {H_write, W_write, K_write, Count_write, X_write, J_write, L_write, CenterP_write, T_write, AC_write, PC_write, MDR_write, MAR_write, IR_write} <= 14'b0;
                IR_write <= 1'b1;
                IRAM_read <= 1'b1;
                state <= 5'd2;
            end
            5'd2 : begin  
                IR_write <= 1'b0;
                IRAM_read <= 1'b0;
                PC_inc = 1'b1;
                read_reg <= IR[12:9];
                write_reg <= IR[8:5];
                state <= IR[4:0];
            end
            5'd3 : begin  
                PC_inc <= 1'b0;
                DRAM_read <= 1'b1;
                MDR_write <= 1'b1;
                state <= 5'd4;
            end
            5'd4 : begin  
                DRAM_read <= 1'b0;
                MDR_write <= 1'b0;
                MDR_read <= 1'b1;
                AC_write <= 1'b1;
                ALU_MUX <= 1'b0;
                state <= 5'd1;
            end
            5'd5 : begin  
                PC_inc <= 1'b0;
                AC_read <= 1'b1;
                ALU_MUX <= 1'b0;
                MDR_write <= 1'b1;
                state <= 5'd6;
            end
            5'd6 : begin  
                AC_read <= 1'b0;
                MDR_write <= 1'b0;
                DRAM_write <= 1'b1;
                state <= 5'd1;
            end
            5'd7 : begin  
                PC_inc <= 1'b0;
                AC_reset <= 1'b1;
                state <= 5'd1;
            end
            5'd8 : begin  
                PC_inc <= 1'b0;
                ALU_MUX <= 1'b0;
                {H_write, W_write, K_write, Count_write, X_write, J_write, L_write, CenterP_write, T_write, AC_write, PC_write, MDR_write, MAR_write, IR_write} <= {out_w};
                {H_read, W_read, K_read, Count_read, X_read, J_read, L_read, CenterP_read, T_read, AC_read, PC_read, MDR_read, MAR_read, IR_read} <= {out_r};
                state <= 5'd1;
            end 
            5'd9 : begin  
                PC_inc <= 1'b0;
                ALU_op <= 3'b110;
                ALU_MUX <= 1'b1;
                AC_write <= 1'b1;
                state <= 5'd1;
            end
            5'd10 : begin  
                PC_inc <= 1'b0;
                ALU_op <= 3'b111;
                ALU_MUX <= 1'b1;
                AC_write <= 1'b1;
                state <= 5'd1;
            end
            5'd11 : begin  
                PC_inc <= 1'b0;
                MUX <= write_reg[3:0];
                ALU_op <= 3'b000;
                ALU_MUX <= 1'b1;
                AC_write <= 1'b1;
                state <= 5'd1;
            end
            5'd12 : begin  
                PC_inc <= 1'b0;
                MUX <= write_reg[3:0];
                ALU_op <= 3'b001;
                ALU_MUX <= 1'b1;
                AC_write <= 1'b1;
                state <= 5'd1;
            end
            5'd13 : begin  
                PC_inc <= 1'b0;
                ALU_op <= 3'b101;
                ALU_MUX <= 1'b1;
                AC_write <= 1'b1;
                state <= 5'd1;
            end
            5'd14 : begin  
                PC_inc <= 1'b0;
                ALU_op <= 3'b010;
                ALU_MUX <= 1'b1;
                AC_write <= 1'b1;
                state <= 5'd1;
            end            
            5'd15 : begin  
                PC_inc <= 1'b0;
                ALU_op <= 3'b011;
                ALU_MUX <= 1'b1;
                AC_write <= 1'b1;
                state <= 5'd1;
            end
            5'd16 : begin  
                PC_inc <= 1'b0;
                MUX <= write_reg[3:0];
                ALU_op <= 3'b100;
                ALU_MUX <= 1'b1;
                AC_write <= 1'b1;
                state <= 5'd1;
            end
            5'd17 : begin  
                PC_inc <= 1'b0;
                MUX <= write_reg[3:0];
                ALU_op <= 3'b001;
                state <= 5'd18;
            end 
            5'd18 : begin  
                if (neg_flag) begin
                    PC_inc = 1'b1;
                    state <= 5'd1;
                end
                else begin
                    IR_write <= 1'b1;
                    IRAM_read <= 1'b1;
                    state <= 5'd19;                    
                end
            end
            5'd19 : begin   
                IR_write <= 1'b0;
                IRAM_read <= 1'b0;
                IR_read <= 1'b1;
                PC_write <= 1'b1;
                state <= 5'd1;
            end 
            5'd20 : begin  
                PC_inc = 1'b1;
                IR_write = 1'b1;
                IRAM_read = 1'b1;
                state <= 5'd21;
            end
            5'd21 : begin  
                PC_inc = 1'b0;
                IR_write = 1'b0;
                IRAM_read = 1'b0;
                IR_read = 1'b1; 
                ALU_MUX <= 1'b0;
                {H_write, W_write, K_write, Count_write, X_write, J_write, L_write, CenterP_write, T_write, AC_write, PC_write, MDR_write, MAR_write, IR_write} <= {out_w};
                state <= 5'd1;
            end
        endcase
    end
endmodule  
module Decoder ( input [3:0] reg_addr,
                 output [13:0] out
);
  reg [13:0] register;
  always @(*) begin
    case (reg_addr) 
            4'b0001: register = 14'b10000000000000;  
			4'b0010: register = 14'b01000000000000;  
			4'b0011: register = 14'b00100000000000;  
			4'b0100: register = 14'b00010000000000;  
			4'b0101: register = 14'b00001000000000;  
			4'b0110: register = 14'b00000100000000;  
			4'b0111: register = 14'b00000010000000;  
			4'b1000: register = 14'b00000001000000;  
			4'b1001: register = 14'b00000000100000;  
			4'b1010: register = 14'b00000000010000;  
			4'b1011: register = 14'b00000000001000;  
			4'b1100: register = 14'b00000000000100;  
            4'b1101: register = 14'b00000000000010;  
            4'b1110: register = 14'b00000000000001;  
			default: register = 14'b00000000000000;  
    endcase   
  end
    assign out = register;
endmodule  
```
**/design/flow/run.sh**
```bash
#!/bin/bash
# OpenROAD 26Q1-2900-gdf79404cd8, Yosys 0.63+post, stock flow scripts
make -C /OpenROAD-flow-scripts/flow DESIGN_CONFIG=/design/flow/config.mk WORK_HOME=/design/flow/orfs finish
```
==> impl_metrics.ini <==
; yosys + openroad results
[worst_hold_path]
whs_endpoint = MAR_write
hp-start = out_w[1]
min_path_type = flip-flop to flip-flop
holdPathStages = 1

[sta]
drv_slew = 0
rsz0062_at_grt = false
finalHoldViolCount = 0
setup_viol = 0
fin_crit_sh_pct = 62.09
timing.setup.tns_ns = 0
tightestPinTransition_ns = 0.8582
skew_ns = 0.01014
max_freq_mhz = 423.8
slew_headroom_pct = 42.67
fin_crit_ns = 2.359

[critical_path]
critPathMaxStageDelay_ns = 0.70
path_max_fanout = 28
end_kind = flip-flop
worst-endpoint-arrival_ns = 2.57
critPathSlowestCell = nor2b_1
crit_required_ns = 4.01
rrSetupSlack_ns = 1.44
path_cells = buf_4, nor2b_1, nand2_1, a21oi_1, a22o_1
worstSetupPathType = flip-flop to flip-flop
r2r_end = IR_write
worstSetupStartpointType = flip-flop
r2r-start = state[0]
r2r.worst_path.cells = 5

[layout]
fin_util_pct = 63.91
drive_above_1_share_pct = 9.113
fillers = 587
syn2layout_area_growth_pct = 20.72

[job]
drv_cap = 0
warnings = 37

[logic_synthesis]
top_cells_by_area = edfxtp_1 (43%), dfxtp_1 (15%), nor2_1 (5.6%)
post_synth_instance_area_mm2 = 0.003696
ys_cells = 352
synth_top_area_share_pct = 43.06
synthArstFlopShare_pct = 0
ys_seq_elements = 81
synth_cells = 352
most_common_cell = nor2_1
ys_seq_share_pct = 58.23
synthTopCellsByCount = nor2_1 (55), edfxtp_1 (53), dfxtp_1 (28)
synth_top_cell_by_area = edfxtp_1
edf_count = 53
ys_area_mm2 = 0.003696
avgSynthCellArea_um2 = 10.50
synthDistinctLibCells = 50
yosysWarningCount = 2
synthFlopType = edfxtp_1

[die]
die_y_um = 87.98
dieArea_mm2 = 0.007740
initCoreUtil_pct = 52.94
ios = 66
num_rows = 30
fp.coreArea_mm2 = 0.006982
fp.dieW_um = 87.98

[placed_design]
io_buffers = 54
hpwl_um = 4978
place_congestion = 0.8299

[route]
drc_errors = 0
vias = 2667
antenna_cells = 0
via_per_inst = 5.313
drt_iter0_markers = 186
ant_nets = 0
drt-total-wl_um = 7052
dr.pass1.iters = 5
routedWlPerCell_um = 14.05

[grt]
grt_pass1_wl_um = 11500
gr-usage-all-layers_pct = 20.54
grt_start_max_net_pins = 35
antenna_found_initial = 0
grt_pass1_vias = 2278
overflow = 0

[clocking]
ctsHoldBuffers = 0
post_cts.repair.setup_buffers = 0
cts_root_buf = clkbuf_8
cts_tree = built
clock_sinks = 81
numCtsBuffers = 9
clkLatencyLatePin_ns = 0.34
clockBufferDepth = 2
path_clk_slew_ns = 0.08
h-tree-depth = 3
post_cts_resized = 0

[power]
ir_worst_vdd_mv = 0.5519
p_per_area_mw_per_mm2 = 823.4
power_leakage_uw = 0.001653

[run_status]
outcome = complete, no violations
[area by class of cell]
| type | count | area, µm² | share of cell area [%] |
|---|---|---|---|
| Clock inverter | 7 | 53.80 | 1.206 |
| Inverter | 17 | 63.81 | 1.430 |
| Timing Repair Buffer | 61 | 593.1 | 13.29 |
| Sequential cell | 81 | 2152 | 48.23 |
| Multi-Input combinational cell | 231 | 1355 | 30.37 |
| Clock buffer | 9 | 123.9 | 2.776 |
| Tap cell | 96 | 120.1 | 2.692 |
[per-layer routing]
| metal | routed length, µm | part of all wire, % | vias up | GRT usage (%) |
|---|---|---|---|---|
| met5 | 0 | 0 | - | 0 |
| met4 | 62 | 0.88 | 0 | 3.130 |
| met3 | 421 | 6.0 | 6 | 4.294 |
| met2 | 3047 | 43 | 84 | 26.85 |
| met1 | 3520 | 50 | 1216 | 38.37 |
| li1 | - | - | 1361 | - |
[per-stage QoR]
| stage | power, µW | setup WS [ns] | instance area (µm²) | std cells | hold WS, ns |
|---|---|---|---|---|---|
| CTS | 3688 | 1.425 | 4462 | 502 | 0.5077 |
| detailed placement | 3136 | 1.431 | 4284 | 486 | 0.4878 |
| floorplan | 2555 | 1.356 | 3696 | 352 | 0.4822 |
| global placement | 3121 | 1.455 | 4284 | 486 | 0.4896 |
| global route | 3959 | 1.087 | 4462 | 502 | 0.5214 |
| finish | 3674 | 1.441 | 4462 | 502 | 0.5055 |
[how the worst max path moves through the flow]
| stage | start | to |
|---|---|---|
| final | state[0] | IR_write |
| after CTS | state[0] | IR_write |
| after global routing | state[0] | IR_write |
[kinds of logic (layout without fill, tap and decap cells)]
| family | Yosys count | count (layout) | synth area share, % |
|---|---|---|---|
| AOI/OAI and AO/OA | 85 | 85 | 16.32 |
| buffers and inverters | 40 | 94 | 5.112 |
| DFF | 81 | 81 | 58.23 |
| muxes | 1 | 1 | 0.2708 |
| and+or+nand+nor | 145 | 145 | 20.07 |
[worst max-delay path, delay by kind of cell (launching register included)]
kind / cells / cell delay [ns]
flops: 1 / 0.36
simple gates: 2 / 0.81
compound gates: 2 / 0.81
buf+inv: 1 / 0.24
[cells in the final DEF (no fill, tap or decap), drive strengths merged, types with 4 or more instances in the layout]
cell	count
nand2b	8
a2bb2oi	5
edfxtp	53
buf	7
o22ai	4
dfxtp	28
nor3	11
and2	21
a21oi	21
nor2b	5
o21ai	23
and3	11
a32oi	10
clkbuf	9
clkdlybuf4s50	54
nor2	55
nand2	23
inv	19
or2	5
[power breakdown]
part	total, µW	switching (µW)	internal [µW]
Clock	548	307	241
Combinational	1610	908	704
Sequential	1510	153	1360
No activity file was given, so power comes from the tool's default toggle rates.
