===== /design/flow/design.v =====
module ALU ( input [2:0] operation,
             input [23:0] alu_in1,  
             input [23:0] alu_in2,  
             output [23:0] alu_out,
             output neg_flag
);
    reg [23:0] result;
    always @(*) begin
        case (operation)
            3'b000: result = alu_in1 + alu_in2;
            3'b001: result = alu_in1 - alu_in2;
            3'b010: result = alu_in1 * 2;
            3'b011: result = alu_in1 * 4;
            3'b100: result = alu_in1 * alu_in2;
            3'b101: result = alu_in1 / 16;
            3'b110: result = alu_in1 + 1;
            3'b111: result = alu_in1 - 1;
            default : result = 24'dz;
        endcase
    end
    assign neg_flag = (result[23] == 1'b1) ? 1'b1: 1'b0;
    assign alu_out = result;
endmodule  

===== /design/flow/constraint.sdc =====
current_design ALU

set clk_period 13.9
set clk_io_pct 0.2

create_clock -name clk0 -period $clk_period

set non_clock_inputs [all_inputs -no_clocks]
set_input_delay [expr $clk_period * $clk_io_pct] -clock clk0 $non_clock_inputs
set_output_delay [expr $clk_period * $clk_io_pct] -clock clk0 [all_outputs]

===== /design/flow/config.mk =====
export PLATFORM = sky130hd
export DESIGN_NAME = ALU
export DESIGN_NICKNAME = ALU
export VERILOG_FILES = /design/flow/design.v
export SDC_FILE = /design/flow/constraint.sdc
export NUM_CORES = 4
export LEC_CHECK = 1
export CORE_UTILIZATION = 40

===== /design/flow/run.sh =====
#!/bin/bash
# OpenROAD 26Q1-2900-gdf79404cd8, Yosys 0.63+post, stock flow scripts
make -C /OpenROAD-flow-scripts/flow DESIGN_CONFIG=/design/flow/config.mk WORK_HOME=/design/flow/orfs finish

==> summary.txt <==
flow finished, numbers: fp_density 0.409, Iter 0 DRT Violations roughly 550, Detailed Routing Iterations Pass 1 5, status complete, no violations, remaining global-route overflow 0, HP Class input port to output pin, Die ar. roughly 30000 sq um, post-synthesis cell count roughly 1500, layout cells sized above 1 0.0424, Placed Area ~13000 sq um, die y size roughly 170 um, Via density 5.25, CP Capture Type output pin, io pins ~76, met1 Usage GRT 0.371, library cells used by synthesis slightly below 70, design area 13100 sq um, CP Data Required Time 11120 ps, Arr. time, crit path between 10000 and 15000 ps, Final GP Congestion slightly below 1, RSZ-0062 raised after global routing false, setup TNS 0 ps, Critical Path Source Type input port, busiest grt layer met2, registers 0, post-cts sizing count 0, YS chip area between 10000 and 15000 sq um, first-pass GRT wire length 58800 um, Routed WL per cell around 19 um, DP HPWL 30200 um, crit path buf inv count 6, Max Slew Vio Count 0, row count around 62, final core occ 0.452, initial antenna violation count 1, CP endpoint neg_flag, GR Util All Layers 0.267, core area just under 30000 sq um, Die W 174 um, GRT met2 Usage 0.392, number of diodes 0, Hold Vio Cnt, Final 0, Tcrit/Tclk final 0.950, Synth warnings 2, met3 GRT Util 0.117, crit-path cells clkdlybuf4s50_1 -> and2_1 -> fa_1 -> fa_1 -> inv_1 -> fa_1 -> fa_1 -> inv_1 -> fa_1 -> fa_1 -> inv_1 -> fa_1 -> inv_1 -> ha_1 -> a2111oi_0 -> nor2b_1 -> a21oi_1 -> o21ai_0 -> xnor2_1 -> a21oi_1 -> a21oi_1 -> clkdlybuf4s50_1, synthesized cell area between 10000 and 15000 sq um, synthesis-to-layout area growth 10.3%, Worst Setup SP alu_in1[11], max incr delay on CP 850 ps, cts hold-fix bufs 0, vias in the first global route between 10000 and 15000, via count about 10000, CLK BUF 0, largest net degree at the start of global routing ~40, Crit path max-delay family adder cells, dpl ws 783 ps, # DRC 0, Post-CTS Setup Repair Bufs 0, slowest CP cell clkdlybuf4s50_1, tool warning count 32, IO buf count roughly 76, Tightest Pin Transition between 900 and 1000 ps, Flop area 0 sq um, Critical Path Fanout Max 15, Worst Setup Slack, final slightly below 700 ps, Post-synth seq share 0, fmax 0.0757 GHz, Avg Inst Size Synth approximately 7.9 sq um, post-route antenna net violation count 0, # setup viols final 0, fin crit period about 13000 ps, cells in synth_stat.txt 1503, critical path class input port to output pin, max cap viols 0, WL final 36800 um, most used cell, CP fa_1, Fill cells about 2800, Relative slew margins 0.381, Crit. path cell count 22
## per-stage QoR
stage	std cells	hold WS [ps]
4_1_cts	1916	6910
3_3_place_gp	1916	6940
6_report	1916	6920
2_1_floorplan	1503	5700
3_5_place_dp	1916	6890
5_1_grt	1916	6960
## metal layers
layer / routed length [um] / vias up
li1: - / 4747
met1: 15200 / 4782
met2: 15800 / 466
met3: 4510 / 71
met4: 1270 / 0
met5: 0 / -
## kinds of logic (layout without fill, tap and decap cells)
group,count (synthesis),count (layout),share of synthesized area
buf+inv,398,427,0.127
fa+ha+maj,322,322,0.476
mux,25,25,0.0222
simple gates,465,465,0.200
xor+xnor,75,75,0.0566
compound gates,218,218,0.118
## worst min path at each step
stage | from | end | slack, ps | cells past startpoint
CTS | alu_in1[23] | alu_out[23] | 6910 | 5
finish | alu_in1[23] | alu_out[19] | 6920 | 4
global route | alu_in1[23] | alu_out[19] | 6960 | 4
## placed cells by master, fill, tap and decap left out, drive strengths merged, types with 15 or more instances in the layout
master	instances
mux2i	15
xnor2	59
a21oi	58
ha	108
o21ai	39
clkdlybuf4s50	76
nor2	53
buf	44
nand2	177
inv	306
o22ai	24
and2	169
nor3	15
fa	214
a31oi	25
xor2	15
## cells in the mapped netlist (9+ instances only)
master / n / area, sq um
a21o_1: 9 / 67.6
a21oi_1: 58 / 290
a222oi_1: 11 / 110
a31oi_1: 25 / 156
and2_1: 169 / 1060
clkbuf_1: 84 / 315
fa_1: 214 / 4280
ha_1: 108 / 1350
inv_1: 306 / 1150
mux2_2: 10 / 113
mux2i_1: 15 / 150
nand2_1: 176 / 661
nor2_1: 53 / 199
nor3_1: 15 / 75.1
o21a_1: 9 / 67.6
o21ai_0: 39 / 195
o22ai_1: 24 / 150
or3_1: 10 / 62.6
xnor2_1: 59 / 517
xor2_1: 15 / 131
## layout make-up
type	instances	area, sq um	share of cell area
multi-input combinational	1105	10300	0.792
timing repair buffer	120	1090	0.0835
inverter	307	1150	0.0882
tap	384	480	0.0368
## worst min-delay path, cell delays in order
cell	delay, ps
clkdlybuf4s50_1	570
a222oi_1	140
o2bb2ai_1	190
clkdlybuf4s50_1	460
