--- design/flow/config.mk ---
export PLATFORM = sky130hd
export DESIGN_NAME = Bus
export DESIGN_NICKNAME = Bus
export VERILOG_FILES = /design/flow/design.v
export SDC_FILE = /design/flow/constraint.sdc
export NUM_CORES = 4
export LEC_CHECK = 1
export CORE_UTILIZATION = 30
--- design/flow/constraint.sdc ---
current_design Bus

set clk_period 5.5
set clk_io_pct 0.2

create_clock -name clk0 -period $clk_period [get_ports {clk}]

set non_clock_inputs [all_inputs -no_clocks]
set_input_delay [expr $clk_period * $clk_io_pct] -clock clk0 $non_clock_inputs
set_output_delay [expr $clk_period * $clk_io_pct] -clock clk0 [all_outputs]
--- design/flow/design.v ---
module AC ( input clk, read_bus, write, reset,
            input [23:0] data_in,
            output [23:0] BUS_OUT, 
            output [23:0] ALU_IN 
);
    reg [23:0] register ;
    always @(posedge clk ) begin
        if (write) begin
            register <= data_in;
        end 
        if (reset) begin
            register = 24'b0;
        end
    end
    assign ALU_IN = register;
    assign BUS_OUT = read_bus ? register : 24'dz;
endmodule  
module Bus ( input clk, H_read, W_read, K_read, Count_read, X_read, J_read, L_read, CenterP_read, T_read, AC_read, PC_read, MDR_read, MAR_read, IR_read,
                H_write, W_write, K_write, Count_write, X_write, J_write, L_write, CenterP_write, T_write, AC_write, PC_write, MDR_write, MAR_write, IR_write, 
                DRAM_read, AC_reset, PC_inc,
             input [2:0] mux_ctrl,
             input [23:0] FROM_IRAM,  
             input [23:0] FROM_DMEM,   
             input [23:0] C_Bus, 
             output [23:0] B_Bus, ALU_IN, TO_DMEM, IRAM_addr, MUX_out, DMEM_addr, IR_out
     );
    wire [23:0] MUX_J, MUX_L, MUX_K, MUX_T, MUX_X, MUX_W, MDR_out, H_out, CenterP_out, J_out, Count_out, X_out, L_out, W_out, K_out, T_out, AC_out, IR_out, ALU_IN_;
    MUX mux(.clk(clk), .mux(mux_ctrl), .L(MUX_L), .W(MUX_W), .K(MUX_K), .T(MUX_T), .X(MUX_X), .J(MUX_J), .MUX_out(MUX_out));
    MAR MAR(.clk(clk), .write(MAR_write), .addr_in(C_Bus), .DMEM(DMEM_addr));  
    MDR MDR(.clk(clk), .write(MDR_write), .read_bus(MDR_read), .data_in(C_Bus), .Bus_out(MDR_out), .DMEM(TO_DMEM));  
    PC PC(.clk(clk), .write(PC_write), .PC_INC(PC_inc), .ins_in(C_Bus), .ins_out(IRAM_addr));  
    IR IR(.clk(clk), .write(IR_write), .read(IR_read), .ins_in(FROM_IRAM), .ins_out(IR_out));  
    GPR2 H(.clk(clk), .write(H_write), .read(H_read), .data_in(C_Bus), .data_out(H_out));  
    GPR2 CenterP(.clk(clk), .write(CenterP_write), .read(CenterP_read), .data_in(C_Bus), .data_out(CenterP_out));  
    GPR1 J(.clk(clk), .write(J_write), .read_bus(J_read), .data_in(C_Bus), .MUX(MUX_J), .BUS_OUT(J_out));  
    GPR2 Count(.clk(clk), .write(Count_write), .read(Count_read), .data_in(C_Bus), .data_out(Count_out));  
    GPR1 X(.clk(clk), .write(X_write), .read_bus(X_read), .data_in(C_Bus), .MUX(MUX_X), .BUS_OUT(X_out));  
    GPR1 L(.clk(clk), .write(L_write), .read_bus(L_read), .data_in(C_Bus), .MUX(MUX_L), .BUS_OUT(L_out));  
    GPR1 W(.clk(clk), .write(W_write), .read_bus(W_read), .data_in(C_Bus), .MUX(MUX_W), .BUS_OUT(W_out));  
    GPR1 K(.clk(clk), .write(K_write), .read_bus(K_read), .data_in(C_Bus), .MUX(MUX_K), .BUS_OUT(K_out));  
    GPR1 T(.clk(clk), .write(T_write), .read_bus(T_read), .data_in(C_Bus), .MUX(MUX_T), .BUS_OUT(T_out));  
    AC AC(.clk(clk), .read_bus(AC_read), .write(AC_write), .reset(AC_reset), .data_in(C_Bus), .BUS_OUT(AC_out), .ALU_IN(ALU_IN));  
    assign B_Bus = DRAM_read ? FROM_DMEM : Count_read ? Count_out : W_read ? W_out : IR_read ? IR_out : K_read ? K_out : AC_read ? AC_out : H_read ? H_out : T_read ? T_out : CenterP_read ? CenterP_out : J_read ? J_out : X_read ? X_out : L_read ? L_out : MDR_read ? MDR_out : T_read ? T_out : AC_read ? AC_out : 24'bz;
endmodule  
module GPR1 ( input clk, read_bus, write,
              input [23:0] data_in,
              output [23:0] MUX,
              output [23:0] BUS_OUT
);
    reg [23:0] register;
    always @(posedge clk ) begin
        if (write) begin
            register <= data_in;
        end
    end
    assign MUX = register;
    assign BUS_OUT = read_bus ? register : 24'dz;
endmodule  
module GPR2 (input clk, write, read,
             input [23:0] data_in,
             output [23:0] data_out
);
    reg [23:0] register ;
    always @(posedge clk ) begin
        if (write) begin
            register <= data_in;
        end
    end
    assign data_out = read ? register : 24'dz;
endmodule  
module IR ( input clk, write, read,
            input [23:0] ins_in,      
            output [23:0] ins_out     
);
    reg [23:0] register;
    always @(posedge clk ) begin
        if (write) begin
            register <= ins_in;
        end
    end
  assign ins_out = read ? register : 24'dz; 
endmodule  
module MAR (input clk, write,
            input [23:0] addr_in,
            output [23:0] DMEM    
);
    reg [23:0] register ;
    assign DMEM = register ;
    always @(posedge clk ) begin
        if (write) begin
            register <= addr_in ;
        end
    end
endmodule  
module MDR (input clk, write, read_bus,
            input [23:0] data_in,
            output [23:0] Bus_out,
            output [23:0] DMEM 
);
    reg [23:0] register ;
    assign DMEM = register;
    always @(posedge clk ) begin
        if (write) begin
            register <= data_in;
        end    
    end
    assign Bus_out = read_bus ? register : 24'dz;
endmodule  
module MUX ( input clk, 
             input [2:0] mux,
             input [23:0] L,
             input [23:0] W,
             input [23:0] K,
             input [23:0] T,
             input [23:0] X,
             input [23:0] J,
             output [23:0] MUX_out   
);
    assign MUX_out = (mux == 3'b111) ? L  : (mux == 3'b010) ? W : (mux == 3'b011) ? K : (mux == 3'b001) ? T : (mux == 3'b101) ? X : (mux == 3'b110) ? J : L;
endmodule  
module PC (input clk, write, PC_INC,
           input [23:0] ins_in,       
           output [23:0] ins_out      
);
    reg [23:0] register ;
    initial begin
        register = 24'b0;
    end
    assign ins_out = register;
    always @(posedge clk ) begin
        if (write) begin
            register <= ins_in;
        end
        if (PC_INC) begin
            register <= register + 24'b00000001;
        end
    end
endmodule  
--- design/flow/run.sh ---
#!/bin/bash
# OpenROAD 26Q1-2900-gdf79404cd8, Yosys 0.63+post, stock flow scripts
make -C /OpenROAD-flow-scripts/flow DESIGN_CONFIG=/design/flow/config.mk WORK_HOME=/design/flow/orfs finish
==> metrics.yaml <==
tns_ns: 0
yosys_cells: 1156
synth.largest_area_cell: "edfxtp_1"
routabilityCongestion: 0.897
outcome: "completed"
synth_area_um2: 14500
htreeDepth: 2
required_ns: 4.40
initCoreUtil_pct: 30.5
final-setup-viol-count: 0
ys_warn_count: 13
die_w_um: 222
clock_sinks: 312
ant_nets: 0
grt.overflow.total: 0
leakage_nw: 6.79
drt-total-wl_mm: 49.0
postSynthCellCount: 1156
hold_slack_ns: 0.655
cp-end-kind: "output port"
cts_root_buffer: "clkbuf_16"
die-height_um: 222
numCtsBuffers: 38
relSlewSlack_pct: 43.0
dp_cells: 1968
finalPower_mw: 6.28
crit_top_cell: "clkdlybuf4s50_1"
drtIter0Drc: 737
io_buffers: 245
cts_tree: "yes"
warnings: 30
start_kind: "input pin"
powerDensity_nw_per_um2: 334
grt_max_degree: 51
synth_cell_type_count: 47
dpl.hpwl_mm: 31.1
async_flop_share_pct: 0
ctsHoldBuffers: 0
drt_first_pass_iters: 5
period_used_pct: 88.3
num_vias: 10635
crit_path_top_delay_cell: "clkdlybuf4s50_1"
fin_cells: 2039
critPathMaxFanout: 19
avgSynthCellArea_um2: 12.6
fillCellCount: 4387
rsz0062_at_grt: "no"
skew_ns: 0.00545
utilization_pct: 39.4
arrival_ns: 3.76
grt_usage_pct: 20.8
cts-resized-gates: 0
grt_pass1_vias: 11050
synthTopCellsByArea: "edfxtp_1 64%, mux2i_1 5.0%, a21oi_1 3.2%"
vias_per_cell: 5.22
ir_drop_mv: 0.207
clk_path_buf_depth: 3
drc: 0
finalHoldViolCount: 0
drv_slew: 0
holdCritPathClass: "reg2reg"
postCtsSetupBuffers: 0
coreArea_um2: 47700
crit_type: "in2out"
synth_seq_share_pct: 64.4
top_area_share_pct: 64.4
tightest_slew_ns: 0.855
fmax_mhz: 206
cp_top_family: "buffers and inverters"
worst-r2r-setup-slack_ns: 3.59
grt_pass1_wl_mm: 70.7
min_period_ns: 4.86
critPathBufInv: 3
ios: 275
numSynthFlops: 312
routedWlPerCell_um: 24.0
cap_violations: 0
ys_area_um2: 14500
layout-drive-gt1-share_pct: 8.66
path_cells: "clkdlybuf4s50_1, buf_4, nor3b_1, a221oi_1, o2111ai_1, a21oi_1, a211o_1, clkdlybuf4s50_1"
cp_slowest_stage_delay_ns: 0.73
antenna_found_initial: 2
path_clk_slew_ns: 0.06
areaGrowthSynthToFinish_pct: 29.4
edf_count: 312
clk_latency_ns: 0.54
rows: 80
ys.flop_type: "edfxtp_1"
chip_area_um2: 49400
==> logic make-up (layout without fill, tap and decap cells) <==
| logic type | count (synthesis) | after routing | share of synthesized area, % |
|---|---|---|---|
| and+or+nand+nor | 309 | 309 | 10.4 |
| adders and majority gates | 1 | 1 | 0.0860 |
| xor gates and xnor gates | 22 | 22 | 1.32 |
| buffers and inverters | 145 | 387 | 4.99 |
| AOI/OAI and AO/OA | 291 | 291 | 13.6 |
| muxes | 75 | 75 | 5.19 |
| DFF | 312 | 312 | 64.4 |
| other | 1 | 27 | 0.0258 |
==> layout make-up <==
type	instances	area (um2)	share of cell area [%]
multi-input cells	722	4560	24.2
flip-flops and latches	312	9370	49.8
inverters	33	124	0.658
repair buffers	286	2740	14.6
diodes	3	7.51	0.0399
well taps	615	769	4.09
clock inverters	20	196	1.04
clock buffers	48	1050	5.59
==> metal layers <==
metal  vias up  GRT usage (%)  part of all wire (%)
met3        80           9.90                    12
met2       589           32.0                    47
met4         4           5.02                   2.7
met1      5113           27.4                    38
met5         -          0.684                  0.13
li1       4849              -                     -
==> report_power, final <==
| part | switching, mW | internal (mW) | leakage [nW] |
|---|---|---|---|
| registers | 0.111 | 2.84 | 3.06 |
| clock network | 0.993 | 1.54 | 0.609 |
| logic | 0.404 | 0.394 | 3.13 |
| total | 1.51 | 4.77 | 6.79 |
==> synth_stat cells (12+ instances only) <==
library cell / instances
a211o_1: 21
a211oi_1: 22
a21oi_1: 94
a221oi_1: 47
and3_1: 22
buf_2: 19
buf_4: 30
clkbuf_1: 54
edfxtp_1: 312
inv_1: 33
mux2i_1: 72
nand2_1: 82
nand2b_1: 24
nand3_1: 12
nor2_1: 125
nor3b_1: 20
o2111ai_1: 20
o21ai_0: 47
o221ai_1: 27
xnor2_1: 15
==> state kept, by name (all words and copies together), names as in the netlist <==
| register | cells |
|---|---|
| CenterP.register | 24 |
| Count.register | 24 |
| H.register | 24 |
| IR.register | 24 |
| J.register | 24 |
| K.register | 24 |
| L.register | 24 |
| MAR.register | 24 |
| MDR.register | 24 |
| PC.register | 24 |
| T.register | 24 |
| W.register | 24 |
| X.register | 24 |
==> per-stage QoR <==
step,worst slack [ns],cell area [um2]
floorplan,2.26,14600
global placement,0.630,17600
detailed placement,0.640,17600
CTS,0.626,18800
global route,0.563,18800
finish,0.642,18800
==> layout by cell type (no fill, tap or decap), drive strengths merged, types with 15 or more instances in the layout <==
cell type / n
and3: 23
nand2b: 24
xnor2: 15
o21ai: 50
a211oi: 22
nor2: 125
edfxtp: 312
inv: 33
nand2: 82
clkdlybuf4s50: 236
nor3b: 20
a221oi: 47
o221ai: 27
conb: 24
buf: 50
o2111ai: 20
a211o: 21
mux2i: 72
a21oi: 94
clkbuf: 48
==> path summary, 6_finish.rpt <==
kind	to	from	cells after the start
worst max-delay path	B_Bus[13]	J_read	8
worst min-delay path	PC.register[0]	PC.register[0]	1
worst max register to register	PC.register[23]	PC.register[2]	5
worst min register to register	PC.register[0]	PC.register[0]	1
==> worst reg2reg max path, cell delays in order, from the launching register on <==
cell and delay (ns):
edfxtp_1 0.45, and3_1 0.40, nand4_2 0.26, nor4_2 0.30, xnor2_1 0.15, a21oi_1 0.08
Power figures rest on the tool's default switching activity, not on a simulated workload.
